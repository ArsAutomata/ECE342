### /design/flow/design.v
module FA1bit(a, b, cin, s, cout);
	input logic a, b, cin;  
	output logic s, cout;
	wire m = a ^ b;
	wire n = m & cin;
	wire o = a & b;
	assign cout = n | o;
	assign s = m ^ cin;
endmodule
module RCAmanual
(
	input logic [7:0] x,
	input logic [7:0] y, 
	output logic [8:0] sum
);
logic [8:0] cin; 
assign cin[0] = 1'b0;
assign sum[8] = cin[8];
FA1bit fa0(.a(x[0]), .b(y[0]), .cin(cin[0]), .s(sum[0]), .cout(cin[1]));
FA1bit fa1(.a(x[1]), .b(y[1]), .cin(cin[1]), .s(sum[1]), .cout(cin[2]));
FA1bit fa2(.a(x[2]), .b(y[2]), .cin(cin[2]), .s(sum[2]), .cout(cin[3]));
FA1bit fa3(.a(x[3]), .b(y[3]), .cin(cin[3]), .s(sum[3]), .cout(cin[4]));
FA1bit fa4(.a(x[4]), .b(y[4]), .cin(cin[4]), .s(sum[4]), .cout(cin[5]));
FA1bit fa5(.a(x[5]), .b(y[5]), .cin(cin[5]), .s(sum[5]), .cout(cin[6]));
FA1bit fa6(.a(x[6]), .b(y[6]), .cin(cin[6]), .s(sum[6]), .cout(cin[7]));
FA1bit fa7(.a(x[7]), .b(y[7]), .cin(cin[7]), .s(sum[7]), .cout(cin[8]));
endmodule 
### /design/flow/run.sh
#!/bin/bash
# OpenROAD 26Q1-2900-gdf79404cd8, Yosys 0.63+post, stock flow scripts
make -C /OpenROAD-flow-scripts/flow DESIGN_CONFIG=/design/flow/config.mk WORK_HOME=/design/flow/orfs finish
### /design/flow/config.mk
export PLATFORM = sky130hd
export DESIGN_NAME = RCAmanual
export DESIGN_NICKNAME = RCAmanual
export VERILOG_FILES = /design/flow/design.v
export SDC_FILE = /design/flow/constraint.sdc
export NUM_CORES = 4
export LEC_CHECK = 1
export CORE_AREA = 10 10 70 70
export DIE_AREA = 0 0 80 80
### /design/flow/constraint.sdc
current_design RCAmanual

set clk_period 5.1
set clk_io_pct 0.2

create_clock -name clk0 -period $clk_period

set non_clock_inputs [all_inputs -no_clocks]
set_input_delay [expr $clk_period * $clk_io_pct] -clock clk0 $non_clock_inputs
set_output_delay [expr $clk_period * $clk_io_pct] -clock clk0 [all_outputs]
==> results.sh <==
# flow metrics
export IMPL_outcome="completed"
export IMPL_drc=0
export IMPL_grt_overflow=0
export IMPL_warning_count=33
export IMPL_drtAntennaViolNets=0
export IMPL_ys_cells=22
export IMPL_io_buffers=25
export IMPL_diodes=0
export IMPL_post_route_period_util_pct=97.52
export IMPL_final_hold_viol_count=0
export IMPL_fp_dieW_um=80
export IMPL_postCtsSetupBuffers=0
export IMPL_synth_area_leader_cell="fa_1"
export IMPL_p_leak_uw=0.0001846
export IMPL_worstMarginPinSlew_ns=0.1019
export IMPL_vias_per_cell=2.214
export IMPL_die_area_um2=6400
export IMPL_top_area_share_pct=58.64
export IMPL_layout_drive_gt1_share_pct=36.84
export IMPL_ys_area_um2=239.0
export IMPL_cts_hold_buf=0
export IMPL_crit_type="primary input to primary output"
export IMPL_io_pins=25
export IMPL_critPathLaunchType="primary input"
export IMPL_flops=0
export IMPL_hold_depth=3
export IMPL_clkbuf_count=0
export IMPL_ys_warn_count=0
export IMPL_netlist_instances=22
export IMPL_holdCritStartpoint="y[0]"
export IMPL_ys_top_cells_by_area="fa_1 59%, buf_4 28%, inv_1 7.9%"
export IMPL_crit_fanout=1
export IMPL_dr_pass1_iters=2
export IMPL_vdd_drop_max_mv=0.02788
export IMPL_rsz0062_at_grt="no"
export IMPL_nFillCells=383
export IMPL_synthTopCellsByCount="9 x buf_4, 7 x fa_1, 5 x inv_1"
export IMPL_antenna_found_initial=0
export IMPL_fmax_mhz=201.1
export IMPL_syn_to_final_growth_pct=109.9
export IMPL_layout_area_seq_um2=0
export IMPL_first_global_vias=225
export IMPL_post_route_util_pct=14.69
export IMPL_gp_congestion=0.8411
export IMPL_powerDensity_nw_per_um2=95.12
export IMPL_die_h_um=80
export IMPL_drt_initial_drc_count=1
export IMPL_min_to="sum[0]"
export IMPL_synth_most_common_cell="buf_4"
export IMPL_fp_row_count=21
export IMPL_dp_hpwl_um=688.6
export IMPL_required_ns=4.08
export IMPL_slew_headroom_pct=93.19
export IMPL_synth_area_per_cell_um2=10.86
export IMPL_avgRoutedWirePerCell_um=8.536
export IMPL_crit_arrival_ns=3.95
export IMPL_grt_pass1_wl_um=1069
export IMPL_core_um2=3416
export IMPL_seq_area_frac_synth_pct=0
export IMPL_vias=186
export IMPL_track_usage_pct=2.123
export IMPL_grt_max_degree=2
export IMPL_drv_cap=0
export IMPL_hold_path_class="primary input to primary output"
export IMPL_whs_ns=2.671
export IMPL_yosys_cell_types_count=4
export IMPL_fp_util_pct=6.996
export IMPL_drv_slew=0
export IMPL_syn_area_um2=239.0
export IMPL_route_final_wire_length_um=717
export IMPL_end_kind="primary output"
export IMPL_period_minus_slack_ns=4.974
export IMPL_setup_viol=0
-- cell type report --
type | instances | area [um^2] | share of cell area (%)
Tap cell | 46 | 57.56 | 11.47
Multi-Input combinational cell | 8 | 182.7 | 36.41
Timing Repair Buffer | 25 | 242.7 | 48.38
Inverter | 5 | 18.77 | 3.741
-- routing by layer --
| metal | global-route usage, % | wire length (um) | share of wire, % | up-vias |
|---|---|---|---|---|
| met5 | 0 | 0 | 0 | - |
| met4 | 0 | 0 | 0 | 0 |
| met3 | 1.477 | 168 | 23 | 0 |
| met2 | 2.568 | 202 | 28 | 24 |
| met1 | 3.123 | 346 | 48 | 77 |
| li1 | - | - | - | 85 |
-- through the flow --
stage / instances / setup WS (ns) / setup TNS, ns / area (um^2) / power [uW]
after floorplan: 22 / 0.03432 / 0 / 239.0 / 24.27
after global placement: 84 / -0.8730 / -2.002 / 479.2 / 49.63
after detailed placement: 84 / -0.9017 / -2.119 / 479.2 / 49.88
after CTS: 84 / -0.06191 / -0.06191 / 500.5 / 49.98
after global routing: 84 / 0.001855 / 0 / 501.7 / 55.02
final: 84 / 0.1262 / 0 / 501.7 / 47.72
-- repair_timing --
| action | CTS | global route |
|---|---|---|
| resized | 29 | 1 |
| pin swaps | 8 | 6 |
| endpoints found under the setup margin | 4 | 1 |
-- cells in the final DEF (no fill, tap or decap) --
cell             count
clkdlybuf4s50_1     18
buf_6                2
dlygate4sd2_1        1
fa_2                 7
clkdlybuf4s15_1      1
ha_4                 1
clkdlybuf4s15_2      1
inv_2                1
buf_2                2
inv_1                4
-- worst max-delay path by stage --
stage | startpoint | endpoint | slack, ns | cells after the start
global route | y[1] | sum[7] | 0.002 | 11
CTS | x[0] | sum[7] | -0.06 | 12
finish | y[1] | sum[7] | 0.13 | 11
-- critical path: stages --
cell             delay, ns
clkdlybuf4s15_2       0.20
fa_2                  0.39
fa_2                  0.35
fa_2                  0.35
fa_2                  0.35
fa_2                  0.34
fa_2                  0.34
inv_2                 0.06
fa_2                  0.42
inv_1                 0.06
buf_2                 0.08
-- power by group --
group	total, uW	switching (uW)	internal (uW)
sequential	0	0	0
combinational	47.7	13.2	34.6
clock	0	0	0
total	47.7	13.2	34.6
-- cells by family after synthesis --
family / count (synthesis) / share of synthesized area [%]
buffers and inverters: 14 / 36.12
adder cells (fa/ha/maj): 8 / 63.87
No activity file was given, so power comes from the tool's default toggle rates.
