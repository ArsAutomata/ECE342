## design/flow/run.sh

```bash
#!/bin/bash
# OpenROAD 26Q1-2900-gdf79404cd8, Yosys 0.63+post, stock flow scripts
make -C /OpenROAD-flow-scripts/flow DESIGN_CONFIG=/design/flow/config.mk WORK_HOME=/design/flow/orfs finish
```

## design/flow/config.mk

```make
export PLATFORM = sky130hd
export DESIGN_NAME = RCAgen
export DESIGN_NICKNAME = RCAgen
export VERILOG_FILES = /design/flow/design.v
export SDC_FILE = /design/flow/constraint.sdc
export NUM_CORES = 4
export LEC_CHECK = 1
export CORE_AREA = 10 10 70 70
export DIE_AREA = 0 0 80 80
```

## design/flow/constraint.sdc

```tcl
current_design RCAgen

set clk_period 8.4
set clk_io_pct 0.2

create_clock -name clk0 -period $clk_period

set non_clock_inputs [all_inputs -no_clocks]
set_input_delay [expr $clk_period * $clk_io_pct] -clock clk0 $non_clock_inputs
set_output_delay [expr $clk_period * $clk_io_pct] -clock clk0 [all_outputs]
```

## design/flow/design.v

```verilog
module FA1bit(a, b, cin, s, cout);
	input logic a, b, cin;  
	output logic s, cout;
	wire m = a ^ b;
	wire n = m & cin;
	wire o = a & b;
	assign cout = n | o;
	assign s = m ^ cin;
endmodule
module RCAgen
(
	input [7:0] x,
	input [7:0] y, 
	output [8:0] sum
);
logic [8:0] cin; 
assign cin[0] = 1'b0;
assign sum[8] = cin[8];
genvar i; 
generate 
	for (i = 0; i < 8; i++) begin : adders
		FA1bit fa_inst ( .a(x[i]), .b(y[i]), .cin(cin[i]), .s(sum[i]), .cout(cin[i+1]) );
	end
endgenerate 
endmodule 
```

==> impl_metrics.yaml <==
# flow metrics
routing:
  viasPerCell: 2.262
  drcViolationCount: 0
  drtIter0Drc: 1
  n_antenna_cell: 0
  postRouteAntennaNets: 0
  wl_per_cell_um: 8.417
  firstDrtPassIters: 2
  wl_um: 707
  vias: 190
critical_path:
  path_max_fanout: 1
  worstPathRequired_ns: 6.72
  cpLargestDelayFamily: "adder cells"
  crit_chain: "clkdlybuf4s50_1, ha_1, fa_1, fa_1, fa_1, fa_1, fa_1, fa_1, inv_1, fa_1, inv_1, clkdlybuf4s50_1"
  startpoint_type: "input pin"
  cp.arrival_ns: 5.58
  critPathSlowestCell: "clkdlybuf4s50_1"
  path_buffers: 4
  cp-end-kind: "output pin"
  path_class: "input pin to output pin"
  cpPeakStageDelay_ns: 0.46
  crit_top_cell: "fa_1"
flow_run:
  max_cap_violations: 0
  log.warning_count: 32
min_path:
  hold_depth: 3
  hold_path_end: "sum[0]"
  hp-start: "x[0]"
  hold_path.class: "input pin to output pin"
sta:
  whs_ns: 4.391
  setup_viol: 0
  fin_tns_setup_ns: 0
  slew_violations: 0
  worst_slack_ns: 1.137
  worst_pin_slew_ns: 0.1011
  period_minus_slack_ns: 7.263
  max_slew_margin_pct: 93.24
  grt_setup_unrepaired: "no"
  hold_violations: 0
  max_freq_mhz: 137.7
  min_period_over_period_pct: 86.47
finish:
  design_area_um2: 479.2
  syn2layout_area_growth_pct: 100.5
  utilization_pct: 14.03
  regArea_um2: 0
  n_clock_buffer: 0
  layout-drive-gt1-share_pct: 0
  final_cells: 84
  flop-count: 0
grt:
  grt_pass1_vias: 245
  grt_overflow_total: 0
  antenna_found_initial: 0
  track_usage_pct: 2.277
  grt_max_degree: 2
  grt_pass1_wl_um: 1193
pwr:
  ir_worst_vdd_uv: 21.51
  p_per_area_nw_per_um2: 61.16
  cellLeakagePower_nw: 0.1847
  fin_total_pwr_mw: 0.02931
floorplan:
  core_um2: 3416
  floorplan.core_util_pct: 6.996
  fp.dieW_um: 80
  die_h_um: 80
  io-pin-count: 25
  rows: 21
  dieArea_um2: 6400
place:
  post-place-ws_ns: 1.089
  gp_congestion: 0.8453
  port_buffers: 25
  post-place-cells: 84
  hpwl_um: 714
  place_area_um2: 479.2
clock_tree:
  postCtsSetupBuffers: 0
  cts_resized: 0
  ctsHoldBuffers: 0
synth:
  ys_seq_share_pct: 0
  ys_cells: 22
  ys_types: 4
  synthCells: 22
  ys_chip_area_um2: 239.0
  postSynthAreaPerCell_um2: 10.86
  synth_area_um2: 239.0
  yosys_warnings: 0
outcome:
  status: "finished clean"
==> routing by layer <==
metal | global-route usage [%] | routed length [µm] | vias up
li1 | - | - | 85
met1 | 3.694 | 390 | 81
met2 | 2.809 | 190 | 24
met3 | 0.9091 | 126 | 0
met4 | 0 | 0 | 0
met5 | 0 | 0 | -
==> cells by family after synthesis <==
kind of cell             synth area share [%]
buffers and inverters                   36.12
adder cells (fa/ha/maj)                 63.87
==> where the power goes <==
part / switching (mW) / internal (mW) / total, mW
sequential: 0 / 0 / 0
combinational: 0.00733 / 0.0220 / 0.0293
clock: 0 / 0 / 0
total: 0.00733 / 0.0220 / 0.0293
==> synth_stat cells (all sizes together) <==
| cell | count | area, µm² |
|---|---|---|
| ha | 1 | 12.51 |
| buf | 9 | 67.56 |
| inv | 5 | 18.77 |
| fa | 7 | 140.1 |
==> final cells by class <==
cell class         count  area, µm²
fillers              392       2937
inverters              5      18.77
multi-input cells      8      152.6
well taps             46      57.56
repair buffers        25      250.2
==> layout by cell type (no fill, tap or decap) <==
cell / instances
ha_1: 1
fa_1: 7
inv_1: 5
clkdlybuf4s50_1: 25
==> tightest hold or removal path, delay by kind of cell <==
kind                     cells  cell delay (ns)
adder cells (fa/ha/maj)      1             0.12
buffers and inverters        2             0.92
==> how the worst max path moves through the flow <==
| stage | slack [ns] | from | cells after the start | end |
|---|---|---|---|---|
| after CTS | 1.09 | y[0] | 12 | sum[7] |
| after global routing | 0.91 | x[0] | 12 | sum[7] |
| final | 1.14 | y[0] | 12 | sum[7] |
Power is estimated from default activity; no workload was simulated.
